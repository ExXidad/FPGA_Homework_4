===== /design/flow/constraint.sdc =====
current_design lfsr

set clk_period 1.2
set clk_io_pct 0.2

create_clock -name clk0 -period $clk_period [get_ports {clk}]

set non_clock_inputs [all_inputs -no_clocks]
set_input_delay [expr $clk_period * $clk_io_pct] -clock clk0 $non_clock_inputs
set_output_delay [expr $clk_period * $clk_io_pct] -clock clk0 [all_outputs]

===== /design/flow/run.sh =====
#!/bin/bash
# OpenROAD 26Q1-2900-gdf79404cd8, Yosys 0.63+post, stock flow scripts
make -C /OpenROAD-flow-scripts/flow DESIGN_CONFIG=/design/flow/config.mk WORK_HOME=/design/flow/orfs finish

===== /design/flow/config.mk =====
export PLATFORM = sky130hd
export DESIGN_NAME = lfsr
export DESIGN_NICKNAME = lfsr
export VERILOG_FILES = /design/flow/design.v
export SDC_FILE = /design/flow/constraint.sdc
export NUM_CORES = 4
export LEC_CHECK = 1
export CORE_AREA = 10 10 71 71
export DIE_AREA = 0 0 81 81

===== /design/flow/design.v =====
module lfsr (clk, rst, out);
parameter OUT_SIZE=8;
parameter LFSR_POLY='b1101000000001000;
parameter LFSR_SEED = 'b1;
localparam LFSR_SIZE=$clog2(LFSR_POLY);
input clk;
input rst;
output [OUT_SIZE-1:0] out;
reg [LFSR_SIZE-1:0] LFSR;
assign out = LFSR[OUT_SIZE-1:0];
wire LFSR_next;
assign LFSR_next = ^(LFSR & LFSR_POLY);
always @(posedge clk or posedge rst) begin
    if (rst) begin
	    LFSR <= LFSR_SEED;
	end
	else begin
		LFSR <= {LFSR[LFSR_SIZE-2:0], LFSR_next};
	end
end
endmodule

==> metrics.yaml <==
clock_skew_ns: 0.003849
fmax_ghz: 0.8848
worstSetupPathType: "flop to output port"
worstSetupStartpointType: "flop"
synth_flops: 16
p_comb_share_pct: 1.6
grt_util_all_layers_pct: 2.361
avgSynthCellArea_um2: 17.56
drc: 0
wl_per_cell_um: 8.060
synth_top_cell_by_count: "dfrtp_1"
synth_cell_types: 6
rsz0062_at_grt: "false"
slew_headroom_pct: 87.19
yosysChipArea_um2: 491.7
openroad.warnings: 25
grt_max_degree: 17
clk_pin_slew_ns: 0.06
reg2reg_slack_ns: 0.25
die-area_um2: 6561
drive_gt1_share_pct: 22.22
grt-ovfl-total: 0
largest-register: "LFSR"
p_switching_w: 0.0001649
n_fill_cell: 399
ys_cells: 28
power.leakage_nw: 0.3427
synth_async_sr_flop_share_pct: 100.0
path_cells: "dlygate4sd2_1"
clock_latency_ns: 0.24
clockBufferDepth: 2
viasPerCell: 2.393
worstRegToRegCells: 3
p_seq_share_pct: 57.2
p_clk_share_pct: 41.2
drt-total-wl_um: 677
fin_util_pct: 17.49
r2r-start: "LFSR[3]"
p_int_w: 0.0007797
cp-end-kind: "output port"
p_sw_share_pct: 17.45
worst-path-buf-inv: 1
max_cap_violations: 0
cp.arrival_ns: 0.89
std_cell_rows: 22
place.gp.congestion: 0.6594
vias: 201
placed_area_um2: 596.8
synth_cells: 28
ios: 10
core_um2: 3633
hp-class: "input pin to async pin"
crit_family: "flip-flops"
top_cells_by_count: "dfrtp_1, buf_4, xnor2_1"
cp-startpoint: "LFSR[3]"
cts_tree: "built"
ys.warnings.count: 1
largest_reg_flops: 16
crit_slowest_cell: "dfrtp_1"
min_period_ns: 1.130
edf_count: 0
mi_logic_area_um2: 26.28
slowest_delay_ns: 0.39
syn_to_final_growth_pct: 29.26
largestRegisters: "LFSR: 16 flops"
antenna_cells: 0
largest_area_cell: "dfrtp_1"
synth.top_cell.area_share_pct: 76.34
maxSlewViolCount: 0
fp-utilization_pct: 13.53
setup-violations-final: 0
top_cells_by_area: "dfrtp_1, buf_4, dfstp_2"
antenna_found_initial: 0
syn-cell-area_um2: 491.7
tightest_slew_ns: 0.1915
status: "complete, no violations"
crit_path_max_fanout: 2
cts_num_sinks: 16
dieWidth_um: 81
cp.depth: 1
seq_area_um2: 401.6
port-buffer-count: 9
required_ns: 0.96
first_pass_iters: 2
die_h_um: 81
ys_seq_share_pct: 81.68
p_per_area_nw_per_um2: 1486
timing.rr.end: "LFSR[0]"
ir_drop_mv: 0.9483
fin_area_um2: 635.6
clockRootBuffer: "clkbuf_8"
synth-main-ff-cell: "dfrtp_1"
cts_buffers: 3
antenna_left: 0
hpwl_um: 478.2
htreeDepth: 1
grt_pass1_wl_um: 1117
grt_pass1_vias: 221
drt_iter0_drc: 6
fin_crit_sh_pct: 94.19
hold_violations: 0
[power groups by stage]
| stage | Combinational, W | Sequential, W | Clock (W) |
|---|---|---|---|
| final | 0.0000151 | 0.000540 | 0.000389 |
| after global routing | 0.0000178 | 0.000540 | 0.000431 |
| after CTS | 0.0000162 | 0.000540 | 0.000407 |
[worst min-delay path, delay by kind of cell]
family / cells / cell delay, ns
buf+inv: 3 / 0.66
[per-stage QoR]
stage | std cells | total power [W] | setup WS, ns | hold slack [ns] | TNS [ns]
floorplan | 28 | 0.0005575 | 0.3788 | 0.1530 | 0
global placement | 79 | 0.0005648 | -0.003946 | 0.3344 | -0.003946
detailed placement | 79 | 0.0005654 | -0.002986 | 0.3347 | -0.002986
CTS | 84 | 0.0009626 | 0.01708 | 0.3012 | 0
global route | 84 | 0.0009889 | 0.02389 | 0.3394 | 0
finish | 84 | 0.0009446 | 0.06978 | 0.2930 | 0
[area by class of cell]
| cell class | count | area share, % |
|---|---|---|
| multi-input combinational | 3 | 4.134 |
| timing repair buffer | 12 | 15.55 |
| inverter | 1 | 0.5906 |
| clock buffer | 4 | 7.087 |
| sequential | 16 | 63.19 |
| tap | 48 | 9.449 |
[cell usage in the layout (no fill, tap or decap)]
cell,n
xor2_1,1
dfrtp_1,15
clkdlybuf4s50_1,1
xnor2_1,2
buf_4,3
dfstp_2,1
clkbuf_8,3
dlygate4sd2_1,7
clkbuf_2,1
clkbuf_1,1
inv_1,1
[kinds of logic (layout without fill, tap and decap cells)]
logic type,after synthesis,in the layout,share of synthesized area (%)
DFF,16,16,81.68
buffers and inverters,9,17,12.98
xor gates and xnor gates,3,3,5.344
[worst max-delay path by stage]
| stage | endpoint | slack, ns |
|---|---|---|
| CTS | out[0] | 0.02 |
| global route | out[3] | 0.02 |
| finish | out[3] | 0.07 |
[routing by layer]
layer | up-vias | routed length [um] | GRT usage [%]
li1 | 91 | - | -
met1 | 100 | 334 | 3.290
met2 | 10 | 243 | 2.468
met3 | 0 | 98 | 2.450
met4 | 0 | 0 | 0.1730
met5 | - | 0 | 0
[what timing repair did]
action,in CTS,in global routing
hold buffers,0,0
cloned,0,0
endpoints found under the hold margin,0,0
endpoints found under the setup margin,8,1
gates resized,9,1
setup buffers,1,0
No activity file was given, so power comes from the tool's default toggle rates.
